File: design/flow/run.sh
#!/bin/bash
# OpenROAD 26Q1-2900-gdf79404cd8, Yosys 0.63+post, stock flow scripts
make -C /OpenROAD-flow-scripts/flow DESIGN_CONFIG=/design/flow/config.mk WORK_HOME=/design/flow/orfs finish
File: design/flow/config.mk
export PLATFORM = sky130hd
export DESIGN_NAME = rrarb
export DESIGN_NICKNAME = rrarb
export VERILOG_FILES = /design/flow/design.v
export SDC_FILE = /design/flow/constraint.sdc
export NUM_CORES = 4
export LEC_CHECK = 1
export CORE_AREA = 10 10 70 70
export DIE_AREA = 0 0 80 80
export SYNTH_HDL_FRONTEND = slang
File: design/flow/constraint.sdc
current_design rrarb

set clk_period 3.1
set clk_io_pct 0.2

create_clock -name clk0 -period $clk_period [get_ports {clk}]

set non_clock_inputs [all_inputs -no_clocks]
set_input_delay [expr $clk_period * $clk_io_pct] -clock clk0 $non_clock_inputs
set_output_delay [expr $clk_period * $clk_io_pct] -clock clk0 [all_outputs]
File: design/flow/design.v
module rrarb (
  input wire [3:0] req_i,
  input wire clk,
  input wire reset,
  output wire [3:0] gnt_o
);
  logic [1:0] ptr;
  logic [3:0] req_cpy;
  logic [3:0] gnt_o_reg;
  always_comb begin
    case (ptr)
      2'b00: req_cpy = req_i;
      2'b01: req_cpy = {req_i[0], req_i[3:1]};
      2'b10: req_cpy = {req_i[1:0], req_i[3:2]};
      2'b11: req_cpy = {req_i[2:0], req_i[3]};
    endcase
  end
  always @(posedge clk or posedge reset) begin
    if (reset) begin
      gnt_o_reg <= 4'b0000;
      ptr       <= 2'b00;
    end else begin
      gnt_o_reg <= (req_cpy & (~req_cpy + 1)) << ptr;
      case ((req_cpy & (~req_cpy + 1)) << ptr)
        4'b0001: ptr <= 2'b01;
        4'b0010: ptr <= 2'b10;
        4'b0100: ptr <= 2'b11;
        4'b1000: ptr <= 2'b00;
        default: ptr <= 2'b00;   
      endcase
    end
  end
  assign gnt_o = gnt_o_reg;
endmodule
==> results.py <==
# Metrics from the implementation run
metrics = {
    "place": {
        "portBuffers": 9,
        "place_area_um2": 410,
        "place_ws_ps": 1400,
        "gp_congestion": 0.698,
    },
    "global_route": {
        "grt_max_degree": 7,
        "gr-total-overflow": 0,
        "antenna_found_initial": 0,
        "grt_pass1_wl_um": 1160,
        "grt_pass1_vias": 227,
        "grt.total_usage_pct": 2.40,
    },
    "final_layout": {
        "drive_above_1_share_pct": 26.5,
        "regArea_um2": 150,
        "fin_util_pct": 12.7,
        "mi_logic_area_um2": 105,
        "area_growth_pct": 64.8,
        "design_area_um2": 433,
        "fillers": 392,
        "largest_reg_flops": 4,
    },
    "final_timing": {
        "fmax_mhz": 603,
        "finalClockPeriodUsage_pct": 53.5,
        "finalSetupViolCount": 0,
        "setup_tns_ps": 0,
        "hold_viol": 0,
        "clock_skew_ps": 0.562,
        "slew_headroom_pct": 80.6,
        "rsz0062_at_grt": "no",
        "fin_ws_ps": 1440,
        "worstMarginPinSlew_ps": 291,
        "slew_violations": 0,
        "fin_crit_ps": 1660,
    },
    "clock_network": {
        "postCtsHoldBufs": 0,
        "ctsResizeCount": 0,
        "cts_made_buffers": 3,
        "h-tree-depth": 1,
        "cts_tree": "built",
        "clock-sinks": 6,
        "clk_pin_slew_ps": 40,
        "clockRootBuffer": "clkbuf_4",
        "clk_path_buf_depth": 2,
        "cts_setup_buffers": 0,
        "clock.latency.late_pin_ps": 240,
    },
    "critical_path": {
        "critical_path.endpoint": "gnt_o[3]",
        "crit_cells": 1,
        "critPathCaptureType": "primary output",
        "cp_top_family": "buffers and inverters",
        "start_kind": "flip-flop",
        "worst-path-max-fanout": 1,
        "critPathBufInv": 1,
        "r2r_cells": 3,
        "slowest_stage": "clkdlybuf4s50_1",
        "r2r_end": "gnt_o[3]",
        "cp_slowest_stage_delay_ps": 460,
        "critPathArrivalTime_ps": 1040,
        "startpoint": "gnt_o[3]",
        "path_cells": "clkdlybuf4s50_1",
        "worst-setup-path-type": "flip-flop to primary output",
        "r2r_slack_ps": 2110,
        "required_ps": 2480,
        "reg2reg_from": "ptr[1]",
    },
    "min_path": {
        "holdCritPathClass": "flip-flop to flip-flop",
    },
    "die": {
        "rows": 21,
        "fp_util_pct": 7.69,
        "io_pins": 10,
        "chipArea_um2": 6400,
        "dieHeight_um": 80,
        "die_w_um": 80,
        "core_um2": 3420,
    },
    "routing": {
        "routedWlPerCell_um": 8.55,
        "viasPerCell": 2.50,
        "drt_first_pass_iters": 2,
        "drc_errors": 0,
        "drt_iter0_drc": 8,
        "drt_wl_total_um": 684,
        "vias": 200,
        "n_antenna_cell": 0,
        "drtAntennaViolNets": 0,
    },
    "status": {
        "status": "complete, no violations",
    },
    "logic_synthesis": {
        "ys_ff": 6,
        "yosys_area_um2": 263,
        "yosysCellCount": 22,
        "ys_types": 15,
        "netlist_instances": 22,
        "ys_warn_count": 0,
        "netlist_area_um2": 263,
        "synth_seq_share_pct": 57.1,
        "syn_area_per_cell_um2": 11.9,
    },
    "power_and_ir_drop": {
        "power.total_uw": 291,
        "peakVddDrop_uv": 168,
        "leakage_nw": 0.170,
        "power.density_nw_per_um2": 673,
    },
    "job": {
        "cap_viol_max_count": 0,
        "warnings": 25,
    },
}
Yosys cell counts:
master    n  area share (%)
nor2_1    2             2.9
a211oi_2  1             4.8
dfrtp_1   6              57
o21a_1    1             2.9
o21ai_0   2             3.8
inv_1     1             1.4
nand2b_1  1             2.4
nor3b_1   1             2.9
and2_4    1             3.3
a21oi_2   1             3.3
o221a_2   1             4.3
inv_2     1             1.4
nor3_1    1             1.9
nor2b_4   1             5.2
nor2b_1   1             2.4
report_power, final:
group	total (mW)	internal [mW]	switching, mW
clock network	0.0702	0.0437	0.0266
registers	0.129	0.104	0.0251
logic	0.0915	0.0575	0.0340
cell type report:
class	count	share of cell area [%]
sequential	6	34.7
multi-input combinational	14	24.3
timing repair buffer	9	20.8
tap	46	13.3
clock buffer	3	5.20
inverter	2	1.73
through the flow:
stage / hold slack [ps] / instances
finish: 566 / 80
global route: 601 / 80
CTS: 569 / 80
detailed placement: 552 / 77
global placement: 542 / 77
floorplan: 411 / 22
kinds of logic after synthesis:
kind of cell / Yosys count / share of synthesized area [%]
simple gates: 8 / 21.0
compound gates: 6 / 19.0
flops: 6 / 57.1
buf+inv: 2 / 2.85
worst min path at each step:
stage         endpoint  depth (start not counted)   start  slack [ps]
CTS             ptr[1]                          1  ptr[1]         570
global route    ptr[1]                          1  ptr[1]         600
finish          ptr[1]                          1  ptr[1]         570
metal layers:
metal	up-vias	track usage (%)	wire length [µm]	part of all wire [%]
li1	100	-	-	-
met1	89	3.50	374	55
met2	11	2.25	185	27
met3	0	2.27	124	18
met4	0	0.528	0	0
met5	-	0	0	0
placed cells by master, fill, tap and decap left out, types with 2 or more instances in the layout:
cell and instances:
clkdlybuf4s50_1 9, dfrtp_1 6, clkbuf_4 3, o21ai_0 2, nor2_1 2
