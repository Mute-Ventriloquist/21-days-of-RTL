==> ./config.mk <==
export PLATFORM = sky130hd
export DESIGN_NAME = sb
export DESIGN_NICKNAME = sb
export VERILOG_FILES = /design/flow/design.v
export SDC_FILE = /design/flow/constraint.sdc
export NUM_CORES = 4
export LEC_CHECK = 1
export CORE_AREA = 10 10 70 70
export DIE_AREA = 0 0 80 80
export SYNTH_HDL_FRONTEND = slang
==> ./constraint.sdc <==
current_design sb

set clk_period 4.7
set clk_io_pct 0.2

create_clock -name clk0 -period $clk_period

set non_clock_inputs [all_inputs -no_clocks]
set_input_delay [expr $clk_period * $clk_io_pct] -clock clk0 $non_clock_inputs
set_output_delay [expr $clk_period * $clk_io_pct] -clock clk0 [all_outputs]
==> ./design.v <==
module sb #(
  parameter WIDTH = 12
)(
  input wire[WIDTH-1:0] vec_i,
  output wire[WIDTH-1:0] second_bit_o 
);
  logic[WIDTH-1:0] vec1;  
  logic[WIDTH-1:0] vec2;  
  assign vec1 = vec_i & (~vec_i + 1); 
  assign vec2 = vec_i & (~vec1); 
  assign second_bit_o = vec2 & (~vec2 + 1);
endmodule
==> ./run.sh <==
#!/bin/bash
# OpenROAD 26Q1-2900-gdf79404cd8, Yosys 0.63+post, stock flow scripts
make -C /OpenROAD-flow-scripts/flow DESIGN_CONFIG=/design/flow/config.mk WORK_HOME=/design/flow/orfs finish
==> impl_metrics.yaml <==
# generated from flow reports
cells_and_area:
  stdcell_area_um2: 619
  area_growth_pct: 69.5
  n_fill_cell: 389
  drive_above_1_share: 0.0735
  final_util: 0.181
  seq_cell_count: 0
  nClkBuffers: 0
  area.sequential_um2: 0
synthesis:
  ys_cells: 49
  netlist_instances: 49
  synth_seq_share: 0
  syn_area_um2: 365
  synth_cell_type_count: 30
  yosysWarnings: 0
  synth_chip_area_um2: 365
  avgSynthCellArea_um2: 7.46
clocking:
  post-cts-setup-buffers: 0
  postCtsResizedCells: 0
  holdBufCountCts: 0
floorplan:
  fp-utilization: 0.107
  core_area_um2: 3420
  rows: 21
  die_width_um: 80
  die-area_um2: 6400
  num_io_pins: 24
  die.size.y_um: 80
job:
  cap_viol_max_count: 0
  warnings: 32
drt:
  ant_nets: 0
  drt-initial-drc-count: 22
  n_antenna_cell: 0
  drc: 0
  wl_per_cell_um: 9.66
  first_pass_iters: 3
  via_per_inst: 3.60
  drt-total-wl_um: 1100
  dr_total_vias: 410
pwr:
  ir_drop_uv: 35.2
  p_per_area_nw_per_um2: 63.3
  p_leak_nw: 0.194
hold_path:
  holdPathEnd: "second_bit_o[11]"
  hp-class: "input pin to primary output"
  whs_path_depth: 3
  hp-start: "vec_i[11]"
worst_setup_path:
  path_buffers: 2
  cp_common_cell: "clkdlybuf4s50_1"
  worstSetupEndpointType: "primary output"
  critical_path.startpoint_type: "input pin"
  slowest_stage: "or4_4"
  cp_top_family: "simple AND/OR/NAND/NOR gates"
  cp.required_ns: 3.76
  worstSetupPathType: "input pin to primary output"
  cp.arrival_ns: 3.35
  cp_slowest_stage_delay_ns: 0.65
  critPathMaxFanout: 8
  crit_chain: "clkdlybuf4s50_1, or4_4, a2111oi_4, nor3_1, nor4b_1, clkdlybuf4s50_1"
timing:
  fmaxAchievable_ghz: 0.233
  min_period_ns: 4.29
  setup_viol: 0
  fin_tns_setup_ns: 0
  fin_ws_ns: 0.405
  fin_crit_sh: 0.914
  drv_slew: 0
  rsz0062_at_grt: "false"
  finalHoldViolations: 0
global_routing:
  gr-usage-all-layers: 0.0319
  grt_pass1_wl_um: 1730
  grt_pass1_vias: 380
  grt_max_degree: 10
  overflow: 0
  antenna_found_initial: 0
place:
  numPortBuffers: 23
  pre_cts_slack_ns: 0.386
  dpl_cell_area_um2: 619
  gp_congestion: 0.716
run_status:
  outcome: "finished, final reports clean"
==> power by group <==
group / switching, mW / internal [mW]
combinational: 0.0165 / 0.0227
sequential: 0 / 0
clock: 0 / 0
==> final cells by class <==
class	count	area [µm²]	share of cell area
multi-input cells	44	328	0.529
repair buffers	23	230	0.372
well taps	46	57.6	0.0929
inverters	1	3.75	0.00606
==> Yosys cell counts (all sizes together) <==
master | count | area share
o31ai | 1 | 0.021
nor2 | 5 | 0.051
o211ai | 2 | 0.041
or4 | 1 | 0.031
o21ai | 4 | 0.055
a21oi | 2 | 0.027
nand2 | 1 | 0.010
inv | 1 | 0.010
buf | 3 | 0.082
nor4b | 3 | 0.072
mux2i | 1 | 0.027
maj3 | 1 | 0.027
o211a | 1 | 0.027
conb | 1 | 0.010
nor4 | 1 | 0.017
or3 | 1 | 0.017
a21boi | 1 | 0.021
clkbuf | 1 | 0.010
xor2 | 5 | 0.12
or2 | 3 | 0.051
a2111oi | 1 | 0.075
o22ai | 1 | 0.017
xnor2 | 1 | 0.024
and2 | 2 | 0.034
o21a | 1 | 0.021
nor3 | 2 | 0.027
nor3b | 2 | 0.072
==> stage by stage <==
stage	total power [mW]	hold slack, ns	cells
after floorplan	0.0177	1.93	49
after global routing	0.0437	2.86	114
final	0.0392	2.83	114
after detailed placement	0.0392	2.85	114
after CTS	0.0395	2.85	114
after global placement	0.0389	2.83	114
==> routing by layer <==
layer	share of wire	track usage	vias up	wire length, µm
li1	-	-	221	-
met1	0.50	0.0442	172	547
met2	0.34	0.0425	17	379
met3	0.16	0.0205	0	174
met4	0	0	0	0
met5	0	0	-	0
==> placed cells by master, fill, tap and decap left out, types with 2 or more instances in the layout <==
master / instances
clkdlybuf4s50_1: 23
nor2_1: 5
xor2_1: 5
o21ai_0: 4
nor4b_1: 3
and2_1: 2
a21oi_1: 2
or2_2: 2
nor3_1: 2
o211ai_1: 2
==> cells by family after synthesis <==
| family | Yosys count | share of synthesized area |
|---|---|---|
| AOI/OAI and AO/OA | 14 | 0.305 |
| xor gates and xnor gates | 6 | 0.144 |
| adders and majority gates | 1 | 0.0274 |
| buffers and inverters | 5 | 0.103 |
| muxes | 1 | 0.0274 |
| other | 1 | 0.0103 |
| and+or+nand+nor | 21 | 0.384 |
==> worst max-delay path by stage <==
stage,cells after the start,to,start
4_1_cts,6,second_bit_o[9],vec_i[2]
5_1_grt,6,second_bit_o[9],vec_i[0]
6_report,6,second_bit_o[9],vec_i[2]
No activity file was given, so power comes from the tool's default toggle rates.
