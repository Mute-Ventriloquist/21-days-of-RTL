## flow/run.sh

```bash
#!/bin/bash
# OpenROAD 26Q1-2900-gdf79404cd8, Yosys 0.63+post, stock flow scripts
make -C /OpenROAD-flow-scripts/flow DESIGN_CONFIG=/design/flow/config.mk WORK_HOME=/design/flow/orfs finish
```

## flow/config.mk

```make
export PLATFORM = sky130hd
export DESIGN_NAME = alu
export DESIGN_NICKNAME = alu
export VERILOG_FILES = /design/flow/design.v
export SDC_FILE = /design/flow/constraint.sdc
export NUM_CORES = 4
export LEC_CHECK = 1
export CORE_AREA = 10 10 90 90
export DIE_AREA = 0 0 100 100
export SYNTH_HDL_FRONTEND = slang
```

## flow/constraint.sdc

```tcl
current_design alu

set clk_period 4.2
set clk_io_pct 0.2

create_clock -name clk0 -period $clk_period

set non_clock_inputs [all_inputs -no_clocks]
set_input_delay [expr $clk_period * $clk_io_pct] -clock clk0 $non_clock_inputs
set_output_delay [expr $clk_period * $clk_io_pct] -clock clk0 [all_outputs]
```

## flow/design.v

```verilog
module alu (
  input     logic [7:0]   a_i,
  input     logic [7:0]   b_i,
  input     logic [2:0]   op_i,
  output    logic [7:0]   alu_o
);
always_comb begin
  case (op_i)
    3'b000: alu_o = a_i + b_i;  
    3'b001: alu_o = a_i - b_i;  
    3'b010: alu_o = a_i << b_i[2:0];  
    3'b011: alu_o = a_i >> b_i[2:0];  
    3'b100: alu_o = a_i & b_i;  
    3'b101: alu_o = a_i | b_i;  
    3'b110: alu_o = a_i ^ b_i;  
    3'b111: alu_o = (a_i == b_i) ? 8'b1 : 8'b0;  
    default: alu_o = 8'b0; 
  endcase
end
endmodule
```

==> flow_summary.rst <==
Run summary
-----------

.. list-table::
   :header-rows: 1

   * - Metric
     - Value
   * - Final Cycle Share
     - 97.7%
   * - Max Fclk
     - 244 MHz
   * - Post-route ant nets
     - 0
   * - Filler Cell Count
     - 644
   * - Number of antenna violations at the first check in global routing
     - 0
   * - Diodes inserted
     - 0
   * - Chip height
     - 100 um
   * - Detailed-route vias per instance
     - 5.22
   * - Maximum fanout encountered on the critical timing path
     - 4
   * - First-pass GRT wire length
     - 9540 um
   * - Placeable Area
     - 6280 um^2
   * - Critical path class
     - input pin to output port
   * - Register Area
     - 0 um^2
   * - Final setup viols
     - 0
   * - Worst slew margin relative to its limit
     - 68.8%
   * - Mean Syn Cell Area
     - 7.12 um^2
   * - Number of pins with negative max-slew slack in the final report
     - 0
   * - Yosys warning total
     - 0
   * - Largest net degree at the start of global routing
     - 29
   * - Share of the synthesized area in the top cell type
     - 17.9%
   * - Reported max-cap violation count
     - 0
   * - Clkbuf count
     - 0
   * - Area Growth Syn to Fin
     - 40.5%
   * - Chip area estimate from yosys synthesis
     - 1680 um^2
   * - Cell area after synthesis
     - 1680 um^2
   * - Die area
     - 10000 um^2
   * - Overflow left after global routing
     - 0
   * - Setup crit end kind
     - output port
   * - Unrepaired setup endpoints after global routing
     - yes
   * - Detailed Place HPWL
     - 4810 um
   * - Final routed wirelength across all metal layers
     - 5740 um
   * - Final estimated routing congestion in global placement
     - 0.980
   * - Flip-flop and latch count
     - 0
   * - OpenROAD warnings
     - 49
   * - Sum of negative setup slack
     - 0 ns
   * - Via total after detailed routing
     - 1916
   * - Most instantiated logic cell after routing
     - sky130_fd_sc_hd__buf_4
   * - Main area contributors
     - sky130_fd_sc_hd__ha_1 (18%), sky130_fd_sc_hd__a21oi_1 (6.0%), sky130_fd_sc_hd__o21ai_0 (5.7%)
   * - Run status
     - complete, no violations
   * - Top-level I/O count
     - 27
   * - Worst vdd rail ir drop
     - 45.4 uV
   * - Via count of the first global-routing pass
     - 1940
   * - Arrival time at the worst endpoint
     - 3.26 ns
   * - Data required time at the worst endpoint
     - 3.36 ns
   * - Drt wl/cell
     - 15.6 um
   * - Share of final-layout standard cells stronger than drive strength 1
     - 22.1%
   * - Number of buffers inserted for hold repair after clock tree synthesis
     - 0
   * - Power density over cell area
     - 119 nW/um^2
   * - Die boundary width
     - 100 um
   * - Gr usage total
     - 11.4%
   * - Cell count after synthesis
     - 236
   * - Pre-placement core utilization
     - 26.8%
   * - DRC viols
     - 0
   * - Total count of hold-check failures in the final report
     - 0
   * - Std-Cell Rows
     - 29
   * - Number of different library cells in the post-synthesis netlist
     - 49
   * - Portion of the post-synthesis area used by sequential elements
     - 0%
   * - PortBufs
     - 27
   * - Post-synth top area cell
     - sky130_fd_sc_hd__ha_1
   * - Min cycle time layout
     - 4.10 ns
   * - Top cells excl fill/tap
     - sky130_fd_sc_hd__buf_4 (42), sky130_fd_sc_hd__nand2_1 (25), sky130_fd_sc_hd__clkdlybuf4s50_1 (24), sky130_fd_sc_hd__inv_1 (22), sky130_fd_sc_hd__ha_1 (22)
   * - Yosys Instances
     - 236
   * - Startpoint type of the worst setup path
     - input pin
   * - 1st-iter DRT viols
     - 184
   * - Worst hold slack after final layout
     - 2.73 ns
   * - Static leakage
     - 0.00106 uW
   * - Detailed-routing iteration count for the pre-antenna-repair pass
     - 4
   * - Hold crit path type
     - input pin to output port
   * - Actual transition at the worst max-transition pin
     - 0.463 ns
Yosys cell counts (all sizes together):
cell type	number
nor2b	3
buf	12
a32oi	4
o21a	3
a211o	3
mux2	1
a221oi	4
o31a	1
a21oi	20
nor3b	2
a32o	1
o21ai	21
a211oi	3
a21o	1
o31ai	1
xnor2	6
nand2b	6
mux2i	6
or2	1
ha	24
o21bai	1
o41ai	1
nand4	2
o211ai	3
inv	23
nor3	3
fa	2
a2111o	1
nor4	3
nand3b	1
nand2	25
a2111oi	2
clkbuf	5
and3	4
xor2	2
nor2	16
mux4	6
a22oi	3
and2b	2
nor4b	1
a2bb2oi	2
nand3	5
area by class of cell:
| cell class | instances | area [um^2] | share of cell area [%] |
|---|---|---|---|
| multi-input combinational | 196 | 1550 | 65.8 |
| timing repair buffer | 71 | 624 | 26.4 |
| tap | 77 | 96.3 | 4.08 |
| inverter | 23 | 86.3 | 3.66 |
path summary, 6_finish.rpt:
path | startpoint | to | slack, ns | cells past startpoint
setup / recovery | a_i[5] | alu_o[6] | 0.1 | 10
hold / removal | a_i[0] | alu_o[5] | 2.73 | 9
routing by layer:
metal | routed length [um] | part of all wire [%] | track usage [%] | vias to the layer above
met2 | 2620 | 46 | 19.2 | 55
met1 | 2710 | 47 | 15.5 | 888
met4 | 172 | 3.0 | 2.39 | 0
met5 | 0 | 0 | 0 | -
li1 | - | - | - | 965
met3 | 243 | 4.2 | 1.18 | 8
logic make-up after synthesis:
| group | Yosys count | synth area share (%) |
|---|---|---|
| compound gates | 75 | 30.5 |
| buf+inv | 40 | 10.9 |
| mux | 13 | 12.7 |
| fa+ha+maj | 26 | 20.3 |
| simple gates | 74 | 21.5 |
| xor+xnor | 8 | 4.17 |
per-stage QoR:
step                      power [uW]  instances  cell area (um^2)  setup slack, ns  util (%)
after floorplan                  150        236              1680            0.632         -
after global placement           274        367              2290          -0.0966      36.5
after detailed placement         273        367              2290          -0.0900      36.5
after CTS                        277        367              2320           0.0114      36.9
after global routing             313        367              2360          -0.0532      37.6
final                            282        367              2360           0.0973      37.6
critical path, cell delays in order:
cell and delay [ns]:
sky130_fd_sc_hd__clkdlybuf4s50_1 0.47, sky130_fd_sc_hd__inv_1 0.07, sky130_fd_sc_hd__ha_1 0.36, sky130_fd_sc_hd__inv_1 0.09
sky130_fd_sc_hd__a221oi_1 0.30, sky130_fd_sc_hd__o41ai_2 0.14, sky130_fd_sc_hd__xor2_1 0.16, sky130_fd_sc_hd__a21oi_1 0.16
sky130_fd_sc_hd__a2bb2oi_1 0.19, sky130_fd_sc_hd__clkdlybuf4s50_1 0.48
power by group:
part	switching (uW)	leakage [uW]	total [uW]	internal, uW
clock	0	0	0	0
sequential	0	0	0	0
combinational	135	0.00106	282	147
what timing repair did:
action                                  CTS  global route
buffers inserted                          0             0
endpoints found under the setup margin    4             8
pin swaps                                 2             2
gates resized                             7            11
No activity file was given, so power comes from the tool's default toggle rates.
